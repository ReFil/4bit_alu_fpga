[design/flow/config.mk]
export PLATFORM = sky130hd
export DESIGN_NAME = top
export DESIGN_NICKNAME = top
export VERILOG_FILES = /design/flow/design.v
export SDC_FILE = /design/flow/constraint.sdc
export NUM_CORES = 4
export LEC_CHECK = 1
export CORE_AREA = 10 10 70 70
export DIE_AREA = 0 0 80 80
[design/flow/constraint.sdc]
current_design top

set clk_period 1.5
set clk_io_pct 0.2

create_clock -name clk0 -period $clk_period

set non_clock_inputs [all_inputs -no_clocks]
set_input_delay [expr $clk_period * $clk_io_pct] -clock clk0 $non_clock_inputs
set_output_delay [expr $clk_period * $clk_io_pct] -clock clk0 [all_outputs]
[design/flow/design.v]
module buffer_cell (
    input wire in,
    output wire out
    );
    assign out = in;
endmodule
module and_cell (
    input wire a,
    input wire b,
    output wire out
    );
    assign out = a & b;
endmodule
module or_cell (
    input wire a,
    input wire b,
    output wire out
    );
    assign out = a | b;
endmodule
module xor_cell (
    input wire a,
    input wire b,
    output wire out
    );
    assign out = a ^ b;
endmodule
module nand_cell (
    input wire a,
    input wire b,
    output wire out
    );
    assign out = !(a&b);
endmodule
module not_cell (
    input wire in,
    output wire out
    );
    assign out = !in;
endmodule
module mux_cell (
    input wire a,
    input wire b,
    input wire sel,
    output wire out
    );
    assign out = sel ? b : a;
endmodule
module dff_cell (
    input wire clk,
    input wire d,
    output reg q,
    output wire notq
    );
    assign notq = !q;
    always @(posedge clk)
        q <= d;
endmodule
module dffsr_cell (
    input wire clk,
    input wire d,
    input wire s,
    input wire r,
    output reg q,
    output wire notq
    );
    assign notq = !q;
    always @(posedge clk or posedge s or posedge r) begin
        if (r)
            q <= 0;
        else if (s)
            q <= 1;
        else
            q <= d;
    end
endmodule
module top (input [3:0] SW, input P3_1, input P3_2, input P3_3, input P3_4, input P3_9, input P3_10, input P3_11, input P3_12, output P2_1, output P2_2, output P2_3, output P2_4);
    wire F0, F1;
    wire X0, X1, X2, X3, Y0, Y1, Y2, Y3;
    wire OUT0, OUT1, OUT2, OUT3;
    assign F0 = ~SW[0];
    assign F1 = ~SW[1];
    assign X3 = P3_1;
    assign X2 = P3_2;
    assign X1 = P3_3;
    assign X0 = P3_4;
    assign Y3 = P3_12;
    assign Y2 = P3_11;
    assign Y1 = P3_10;
    assign Y0 = P3_9;
    assign P2_1 = ~OUT0;
    assign P2_2 = ~OUT1;
    assign P2_3 = ~OUT2;
    assign P2_4 = ~OUT3;
    four_bit_alu fba0(X0, X1, X2, X3, Y0, Y1, Y2, Y3, F0, F1, OUT0, OUT1, OUT2, OUT3);
endmodule
module four_bit_multiplexer(input X0, input X1, input X2, input X3, input Y0, input Y1, input Y2, input Y3, input MUX, output OUT0, output OUT1, output OUT2, output OUT3);
    mux_cell m0 (X0, Y0, MUX, OUT0);
    mux_cell m1 (X1, Y1, MUX, OUT1);
    mux_cell m2 (X2, Y2, MUX, OUT2);
    mux_cell m3 (X3, Y3, MUX, OUT3);
endmodule
module single_bit_adder_xor(input X, input Y, input Cin, input Sub, output XY, output Cout, output XOR );
    wire N_1;
    wire N_2;
    wire N_3;
    xor_cell xor_1(Y, Sub, N_1);
    xor_cell xor_2(N_1, X, XOR);
    xor_cell xor_3(XOR, Cin, XY);
    nand_cell nand_1(Cin, XOR, N_2);
    nand_cell nand_2(X, N_1, N_3);
    nand_cell nand_3(N_2, N_3, Cout);
endmodule
module four_bit_adder_xor(input X0, input X1, input X2, input X3, input Y0, input Y1, input Y2, input Y3, input F, output XOR0, output XOR1, output XOR2, output XOR3, output XY0, output XY1, output XY2, output XY3);
    wire N_1;
    wire N_2;
    wire N_3;
    single_bit_adder_xor a0 (X0, Y0, F, F, XY0, N_1, XOR0);
    single_bit_adder_xor a1 (X1, Y1, N_1, F, XY1, N_2, XOR1);
    single_bit_adder_xor a2 (X2, Y2, N_2, F, XY2, N_3, XOR2);
    single_bit_adder_xor a3 (.X(X3), .Y(Y3), .Cin(N_3), .Sub(F), .XY(XY3), .XOR(XOR3));
endmodule
module four_bit_alu(input X0, input X1, input X2, input X3, input Y0, input Y1, input Y2, input Y3, input F0, input F1, output OUT0, output OUT1, output OUT2, output OUT3);
    wire XOR0;
    wire XOR1;
    wire XOR2;
    wire XOR3;
    wire XY0;
    wire XY1;
    wire XY2;
    wire XY3;
    four_bit_adder_xor fbax0 (X0, X1, X2, X3, Y0, Y1, Y2, Y3, F0, XOR0, XOR1, XOR2, XOR3, XY0, XY1, XY2, XY3);
    four_bit_multiplexer fbm0 (XY0, XY1, XY2, XY3, XOR0, XOR1, XOR2, XOR3, F1, OUT0, OUT1, OUT2, OUT3);
endmodule
[design/flow/run.sh]
#!/bin/bash
# OpenROAD 26Q1-2900-gdf79404cd8, Yosys 0.63+post, stock flow scripts
make -C /OpenROAD-flow-scripts/flow DESIGN_CONFIG=/design/flow/config.mk WORK_HOME=/design/flow/orfs finish
==> Changelog: implementation <==
## Implementation

* Global placement routability congestion at 0.701
* Post-DP Area at 422 um2
* Final std cells w/o fill at 83
* Chip area at 6400 um2
* Crit end category: output port
* Post-Synthesis Cell Area at 168 um2
* Dpl ws at -1.43 ns
* Leakage dissipation at 0.206 nW
* Post-layout instance area at 467 um2
* Dominant cell by count in the synthesized netlist: sky130_fd_sc_hd__xnor2_1
* Summed standard-cell area reported by yosys at 168 um2
* Number of endpoints failing setup at the final stage at 3
* Max Transition Viols Final at 0
* Horizontal die dimension at 80 um
* Share of the core filled by cells before placement at 0.0491
* Yosys top cell area share at 0.239
* Clkbuf count at 0
* Largest fanout on the critical path at 2
* Gr ovfl total at 0
* Max-cap violations at 0
* Hold_ws at 1.02 ns
* Crit path launch type: input port
* Number of antenna repair diodes at 0
* Cell Count Post-Placement at 80
* Vias in the first global route at 229
* Final worst-path setup slack at -0.471 ns
* Core utilization of the finished layout at 0.137
* Cell type with the largest total area: sky130_fd_sc_hd__fa_1
* Top post-synthesis cells by area: sky130_fd_sc_hd__fa_1 24%, sky130_fd_sc_hd__xnor2_1 16%, sky130_fd_sc_hd__ha_1 15%, sky130_fd_sc_hd__xnor3_1 13%, sky130_fd_sc_hd__mux2i_1 12%
* Pin count of the biggest net entering global routing at 5
* Total detailed-routing wirelength at 657 um
* Filler cell count at 398
* Num ports at 16
* Largest voltage drop on the vdd net at 0.000136 V
* Hold crit path type: in -> out
* Fraction of final layout cells with drive strength greater than 1 at 0.622
* Antenna violations before repair at 0
* Overall Global Routing Usage at 0.0220
* Max_slew headroom at 0.888
* Register Area at 0 um2
* Setup repair after global routing missed its margin: true
* Crit path arrival time at 1.67 ns
* Floorplan die height at 80 um
* Sum Neg Setup Slack at -1.04 ns
* Average wire per cell in the routed design at 7.92 um
* Peak Freq at 0.507 GHz
* Number of buffer cells added on primary ports at 14
* CORE AREA at 3420 um2
* Critical path class: in -> out
* Flops at 0
* Shortest clock period the worst path allows after layout at 1.97 ns
* Yosys cell count at 16
* Cycle use final at 1.31
* Required time worst endpoint at 1.20 ns
* Number of distinct library cells after synthesis at 9
* Total number of vias at 197
* Number of hold buffers added after CTS at 0
* Number of cells produced by synthesis at 16
* Post-Syn Area per Cell at 10.5 um2
* Tightest Pin Transition at 0.163 ns
* First drt pass iteration count at 1
* Post-route DRC violation count at 0
* PnR Total Power at 154 uW
* Row cnt at 21
* Count of final hold-check violations at 0
* Detailed placement HPWL at 562 um
* Result of the run: finished, violations left
* Ratio of total power to cell area at 330 nW/um2
* Drt first-iter violations at 0
* Failing checks: setup timing
* Vias per std cell at 2.37
* Number of warnings in the stage logs at 39
* Area growth from synthesis to layout at 178%
* Number of warnings issued by yosys at 0
* Register area share after synthesis at 0
* Remaining number of nets flagged by the antenna check after routing at 0
* Wire length of the first global-routing pass at 1160 um
## repair_timing
| action | CTS | global route |
|---|---|---|
| setup buffers | 1 | 2 |
| gates cloned | 0 | 0 |
| pin swaps | 6 | 4 |
| resized | 40 | 10 |
| endpoints found under the setup margin | 4 | 3 |
| hold endpoints to repair | 0 | 0 |
## report_power, final
group	internal (mW)	switching, mW	total [mW]	leakage (nW)
logic	0.102	0.0519	0.154	0.206
registers	0	0	0	0
clock network	0	0	0	0
## routing by layer
| metal | up-vias | GRT usage | part of all wire |
|---|---|---|---|
| met5 | - | 0 | 0 |
| met4 | 0 | 0 | 0 |
| met3 | 0 | 0.00568 | 0.11 |
| met2 | 14 | 0.0257 | 0.26 |
| met1 | 86 | 0.0387 | 0.63 |
| li1 | 97 | - | - |
## worst paths after layout
check / start / to / slack (ns) / depth (start not counted)
max: P3_10 / P2_4 / -0.47 / 7
min: P3_3 / P2_2 / 1.02 / 4
## area by class of cell
| cell class | instances | area [um2] | area share |
|---|---|---|---|
| multi-input cells | 16 | 213 | 0.456 |
| repair buffers | 21 | 196 | 0.421 |
| well taps | 46 | 57.6 | 0.123 |
## cells by family after synthesis
logic type / after synthesis / share of synthesized area
fa+ha+maj: 4 / 0.388
mux: 2 / 0.119
simple gates: 3 / 0.0672
xor+xnor: 6 / 0.396
compound gates: 1 / 0.0298
## worst max-delay path, cell delays in order
cell,delay (ns)
sky130_fd_sc_hd__buf_8,0.10
sky130_fd_sc_hd__xnor2_4,0.13
sky130_fd_sc_hd__fa_2,0.37
sky130_fd_sc_hd__fa_2,0.39
sky130_fd_sc_hd__nand2_2,0.06
sky130_fd_sc_hd__xnor3_1,0.19
sky130_fd_sc_hd__buf_2,0.12
## cell usage in the layout, fill, tap and decap left out, types with 2 or more instances in the layout
cell type                         count
sky130_fd_sc_hd__buf_8                3
sky130_fd_sc_hd__buf_4                7
sky130_fd_sc_hd__ha_1                 2
sky130_fd_sc_hd__mux2i_1              2
sky130_fd_sc_hd__clkdlybuf4s50_1      3
sky130_fd_sc_hd__xor2_1               2
sky130_fd_sc_hd__buf_2                3
sky130_fd_sc_hd__dlygate4sd2_1        2
sky130_fd_sc_hd__fa_2                 2
Power and IR drop assume default switching activity.
